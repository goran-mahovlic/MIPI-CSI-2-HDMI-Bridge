`flow/design.v`:
```
`timescale 1ns / 1ps
module color_balance #(
	parameter INT_GAIN_RED = 4'd4,
	parameter INT_GAIN_GREEN = 4'd4,
	parameter INT_GAIN_BLUE = 4'd4,
	parameter SHIFT_DIV = 2'd2
 )(
	input clk,
	input [23:0] rgb_in,
	input rgb_in_valid,
	output reg [23:0] rgb_out,
	output reg rgb_out_valid
);
	reg valid_in_reg;	 
	wire[8:0] pre_red, pre_green, pre_blue;
	wire [7:0] red, green, blue;
	assign pre_red = (rgb_in[23:16] >> SHIFT_DIV) * INT_GAIN_RED;
	assign pre_green = (rgb_in[15:8] >> SHIFT_DIV) * INT_GAIN_GREEN;
	assign pre_blue = (rgb_in[7:0] >> SHIFT_DIV) * INT_GAIN_BLUE;
	assign red = (pre_red[8]) ? 8'hFF : pre_red;
	assign green = (pre_green[8]) ? 8'hFF : pre_green;
	assign blue = (pre_blue[8]) ? 8'hFF : pre_blue;
	always@(posedge clk) begin
		valid_in_reg <= rgb_in_valid;
		if (valid_in_reg) begin
			rgb_out <= {red, green, blue};
			rgb_out_valid <= 1;
		end
		else begin
			rgb_out <= 24'd0;
			rgb_out_valid <= 0;
		end		
	end
endmodule
```
`flow/run.sh`:
```
#!/bin/bash
# OpenROAD 26Q1-2900-gdf79404cd8, Yosys 0.63+post, stock flow scripts
make -C /OpenROAD-flow-scripts/flow DESIGN_CONFIG=/design/flow/config.mk WORK_HOME=/design/flow/orfs finish
```
`flow/config.mk`:
```
export PLATFORM = sky130hd
export DESIGN_NAME = color_balance
export DESIGN_NICKNAME = color_balance
export VERILOG_FILES = /design/flow/design.v
export SDC_FILE = /design/flow/constraint.sdc
export NUM_CORES = 4
export LEC_CHECK = 1
export CORE_AREA = 10 10 82 82
export DIE_AREA = 0 0 92 92
```
`flow/constraint.sdc`:
```
current_design color_balance

set clk_period 1.1
set clk_io_pct 0.2

create_clock -name clk0 -period $clk_period [get_ports {clk}]

set non_clock_inputs [all_inputs -no_clocks]
set_input_delay [expr $clk_period * $clk_io_pct] -clock clk0 $non_clock_inputs
set_output_delay [expr $clk_period * $clk_io_pct] -clock clk0 [all_outputs]
```
==> run notes <==
The count of cells in the finished layout, fillers not included, comes to 156. Path class of the lowest-slack min-delay path: input pin to register. At the later pin of the worst-skew pair, clock insertion delay measures 250 ps.

The total vias in the final route is 409. The run gives 38 for the quantity of I/O buffers inserted on ports. Counting flops and latches in the post-synthesis netlist gives 20. The die covers 8464 µm². The completed layout was analyzed and its total power is 1.358 mW. The run finished with clean final reports.

The final cycle utilization of the critical path is 0.9142, and the largest stage delay on the critical path is 310 ps. The initial antenna violation count is 0, and the number of rows created at floorplan is 26. Clock tree synthesis inserted a total of 3 buffers. The die width is 92 µm, and the height of the die is 92 µm. For this design the top-level I/O count stands at 51.

The run gives 1028 µm² for the instance area at placement. For the pin count of the biggest net entering global routing, the log shows 12. With the number of fill cells at 574, the area added between synthesis and finish is 77.75%. In this run, post-CTS hold repair placed 0 buffers. With the power density over the cells at 1293 nW/µm², the aggregate routed wire length is 1493 µm. The run gives 1 for the largest driver fanout on the critical path. Prior to clock tree synthesis, the placed netlist has a worst setup slack of 107.8 ps. The run gives 0.6780 for the area fraction of the dominant cell type after synthesis.

With the clock transition at the registers of the reported paths at 70 ps, the final cell area excluding filler cells is 1050 µm². The run gives 0 as the number of antenna-violating nets in the routed design. On the critical path the data arrives at 790 ps. A synthesized cell averages 12.84 µm².

The routed layout reports a DRC error count of 0. The flip-flop count of the largest register, all copies and words added is 18, and the maximum frequency from static timing analysis is 0.9944 GHz. The number of antenna diodes in the final layout is 0. The wire length per cell after detailed routing came out at 9.571 µm. The number of iterations in the first detailed-routing pass is 2, and the buffer and inverter count on the worst path is 1.

The number of H-tree levels was 1. The number of different library cells used by synthesis comes to 6. The critical path's slowest stage uses the library cell dfxtp_2. The run gives 0.6780 as the post-synthesis sequential area ratio.

STA classifies the critical path startpoint as a register. For the post-DP HPWL, the log shows 1255 µm. For the leakage power figure, the log shows 0.4726 nW. Setup slack closes at 94.33 ps. In this run, placement finished with an instance count of 153. For the worst hold slack, the log shows 410.1 ps.

According to the Yosys statistics, the synthesized design has a chip area of 590.6 µm². For the global-route wire length before repair, the log shows 2442 µm. Summed over all instances, the cell type with the most area after synthesis is dfxtp_1. In this run the critical path is formed by dlygate4sd2_1.

The CTS log lists the clock sinks for this run as 20. The fraction of final layout cells with drive strength greater than 1 came out at 0.2442. The yosys synthesis warning count is 1, and the final design utilization is 0.2069. The via count of the first global-routing pass came out at 493. Setup repair after global routing left no endpoint under its margin. The worst path needs 1006 ps of the cycle, external delays included. The total tool warning count is 31. Per the final timing report, the hold violations number 0. Using the TritonRoute via totals, the vias-per-cell ratio works out to 2.622.

IR analysis of the VDD net gives a maximum drop of 0.0005252 V. For reference, the most critical setup path is categorized as register to output pin. The run gives 0.7424 for the final RePlAce weighted congestion. The tools report the floorplan utilization as 0.1164.

After synthesis the cells add up to 590.6 µm². For the final routed database, the setup TNS stands at 0 ps. Counting pins that exceed their max-slew limit in the final report gives 0.

For the remaining global-route overflow, the log shows 0. The run gives 0.03533 for the global routing usage summed across all routing layers. Per the Yosys statistics, synthesis produced 46 cells. In this run the maximum-capacitance check reported violations numbering 0. The number of buffers between clock root and the deepest sink came out at 2.

The worst setup path is captured at an output pin. The main area contributors are dfxtp_1 68%, and2_2 18%, buf_4 7.6%, and2_1 4.2%, buf_6 1.9%. The cell sitting at the root of the clock tree is a clkbuf_8. The area of the core was 5075 µm². TritonCTS built the clock tree. For the worst setup path, the data required time is 880 ps. The final clock skew was 5.111 ps; the number of instances in the synthesized netlist was 46. The category of cells accounting for the largest share of critical-path delay was flip-flops. For this block, the initial DRC count from the detailed router was 9. Final-report setup violation count: 0.
## power breakdown
part	total (mW)	switching, mW	internal, mW	leakage, nW
logic	0.139	0.0246	0.114	0.283
clock network	0.444	0.202	0.243	0.0216
registers	0.775	0.0104	0.764	0.168
## final timing paths
| check | startpoint | to | slack, ps | cells after the start |
|---|---|---|---|---|
| setup / recovery | rgb_out[22] | rgb_out[22] | 90 | 1 |
| hold / removal | rgb_in_valid | valid_in_reg | 410 | 1 |
| setup reg to reg | valid_in_reg | rgb_out[22] | 240 | 2 |
| hold reg to reg | valid_in_reg | rgb_out_valid | 460 | 0 |
## layout by cell type, fill, tap and decap left out
cell type / count
and2_2: 14
dfxtp_2: 3
buf_4: 1
clkbuf_8: 3
dfxtp_1: 17
clkdlybuf4s50_1: 19
conb_1: 6
and2_1: 4
dlygate4sd2_1: 19
## final cells by class
class	instances	area, µm²	share of cell area
flip-flops and latches	20	404.1	0.3850
repair buffers	39	364.1	0.3468
multi-input cells	24	152.6	0.1454
well taps	70	87.58	0.08343
clock buffers	3	41.29	0.03933
## routing by layer
metal | vias up | GRT usage | wire length, µm
met5 | - | 0 | 0
met4 | 0 | 0.002571 | 4
met3 | 2 | 0.03377 | 310
met2 | 40 | 0.04294 | 458
met1 | 163 | 0.04552 | 719
li1 | 204 | - | -
## cells by family (layout without fill, tap and decap cells)
| logic type | count (synthesis) | count (layout) | share of synthesized area |
|---|---|---|---|
| buffers and inverters | 7 | 42 | 0.09533 |
| flip-flops | 20 | 20 | 0.6780 |
| other | 1 | 6 | 0.006350 |
| AND/OR/NAND/NOR | 18 | 18 | 0.2203 |
## synth_stat cells (all sizes together)
cell   number
buf         7
dfxtp      20
and2       18
conb        1
## repair_timing
action                                  CTS  global route
gates resized                            22             0
setup buffers                             0             0
endpoints found under the setup margin   19             0
No activity file was given, so power comes from the tool's default toggle rates.
